===== design/flow/config.mk =====
export PLATFORM = sky130hd
export DESIGN_NAME = PongGame
export DESIGN_NICKNAME = PongGame
export VERILOG_FILES = /design/flow/design.v
export SDC_FILE = /design/flow/constraint.sdc
export NUM_CORES = 4
export LEC_CHECK = 1
export CORE_UTILIZATION = 30

===== design/flow/constraint.sdc =====
current_design PongGame

set clk_period 7.9
set clk_io_pct 0.2

create_clock -name clk0 -period $clk_period [get_ports {CLOCK_50}]

set non_clock_inputs [all_inputs -no_clocks]
set_input_delay [expr $clk_period * $clk_io_pct] -clock clk0 $non_clock_inputs
set_output_delay [expr $clk_period * $clk_io_pct] -clock clk0 [all_outputs]

===== design/flow/design.v =====
module Divider
#(										 
	dividerTop = 10,				 
	dividerLeft = 10,				 
	dividerWidth = 10,			 
	dividerHeight = 900,			 
	screenWidth = 800,			 
	screenHeight = 600  			 
)
(
	input pixelClock,							 
	input Reset,								 
	input logic [9:0] yPosition,		 
	input logic [10:0] xPosition,		 
	input logic [10:0] topD,
	input logic [10:0] bottomD,
	input logic [10:0] leftD, 
	input logic [10:0] rightD,
	output logic DrawDivider				 
);	
	logic [10:0] top;
	logic [10:0] bottom;
   	logic [10:0] left;
	logic [10:0] right;
	assign left = dividerLeft;							 
	assign top = dividerTop;							 
	assign right = dividerLeft+ dividerWidth;		 
	assign bottom = dividerTop + dividerHeight;	 
   assign DrawDivider = ((xPosition > leftD) & (xPosition < rightD) & (yPosition > topD) & (yPosition < bottomD)) ? 1 : 0;
endmodule
module Paddle
#(
	paddleTop = 10,			 
   paddleLeft = 10,			 
	paddleWidth = 50,			 
	paddleHeight = 150,		 
	screenWidth = 800,		 
	screenHeight = 600	    
	)
	(
	input pixelClock,						 
	input Reset,
	input logic upPaddle,
	input logic downPaddle,			 
	input logic [9:0] yPosition,	 
	input logic [10:0] xPosition,	 
	output logic [10:0] topPaddle,
	output logic [10:0] bottomPaddle,
	output logic [10:0] leftPaddle,						
	output logic [10:0] rightPaddle,		
	output logic drawPaddle			 
);
	logic [10:0] top;
	logic [10:0] bottom;
	logic [10:0] left;
	logic [10:0] right;
	logic [10:0] yPaddle = paddleTop;
	logic [10:0] xPaddle = paddleLeft;
	assign top = yPaddle;							 
	assign left = xPaddle;							 
	assign right= xPaddle + paddleWidth;		 
	assign bottom = yPaddle + paddleHeight;	 
	always_ff @(posedge pixelClock)
	begin
	if( Reset == 1 )	
   begin                           		 
		xPaddle <= paddleLeft;				
		yPaddle <= paddleTop;
	end			
	else
   begin				  							 
	if ((yPaddle > '0) && (upPaddle == 1))
		yPaddle <= yPaddle - 1 ;
	else if ((yPaddle <= 449) && (downPaddle == 1))	
		yPaddle <= yPaddle + 1;
	else 
		yPaddle <= yPaddle;
	end
	topPaddle <= top;
	bottomPaddle <= bottom;
	leftPaddle <= left;
	rightPaddle <= right;
	end
	assign drawPaddle = ((xPosition > leftPaddle) & (xPosition < rightPaddle) & (yPosition > topPaddle) & (yPosition < bottomPaddle)) ? 1 : '0;
endmodule
module PongGame
(
	input CLOCK_50,
	input [3:0] KEY,
	input [9:0] SW,
	output logic VGA_CLK,
	output logic VGA_BLANK_N,
	output logic VGA_SYNC_N,
	output logic VGA_HS,
	output logic VGA_VS,
	output logic [ 7:0] VGA_R,
	output logic [ 7:0] VGA_G,
	output logic [ 7:0] VGA_B
);
	assign VGA_CLK = ~CLOCK_50;
	logic [10:0] xPosition;			 
	logic [ 9:0] yPosition;			 
	logic [10:0] leftPaddle;
	logic [10:0] rightPaddle;
	logic [10:0] topPaddle;
	logic [10:0] bottomPaddle;
	logic [10:0] leftPlaneL;
	logic [10:0] rightPlaneL;
	logic [10:0] topPlaneL;
	logic [10:0] bottomPlaneL;
	logic [10:0] leftPlaneR;
	logic [10:0] rightPlaneR;
	logic [10:0] topPlaneR;
	logic [10:0] bottomPlaneR;
	logic drawBall;
	VgaController vgaDisplay
	(
		.Clock(CLOCK_50),
		.Reset(SW[9]),
		.blank_n(VGA_BLANK_N),
		.sync_n(VGA_SYNC_N),
		.hSync_n(VGA_HS),
		.vSync_n(VGA_VS),
		.nextX(xPosition),
		.nextY(yPosition)
	);
	slowClock #(17) tick(CLOCK_50, SW[9], pix_stb);
	ball #(.oLeft(390), .oTop(290)) BallObj
	(
		.pixelClock(pix_stb),
		.Reset(SW[9]),
		.xPosition(xPosition),
		.yPosition(yPosition),
		.drawBall(drawBall),
		.topPlaneL(topPlaneL),
		.topPlaneR(topPlaneR),
		.bottomPlaneL(bottomPlaneL),
		.bottomPlaneR(bottomPlaneR),
		.leftPlaneL(leftPlaneL),
		.leftPlaneR(leftPlaneR),
		.rightPlaneL(rightPlaneL),
		.rightPlaneR(rightPlaneR)
	);
logic drawPaddle_L;
	Paddle #(.paddleLeft(30), .paddleTop(225)) paddle_LObj
	(
		.pixelClock(pix_stb),
		.Reset(SW[9]),
		.downPaddle(~KEY[3]),
      .upPaddle(~KEY[2]),
		.yPosition(yPosition),
		.xPosition(xPosition),
		.drawPaddle(drawPaddle_L),
		.bottomPaddle(bottomPlaneL),
		.topPaddle(topPlaneL),
		.rightPaddle(rightPlaneL),
		.leftPaddle(leftPlaneL)
	);
	logic drawPaddle_R;
	Paddle #(.paddleLeft(720), .paddleTop(225)) paddle_RObj
	(
		.pixelClock(pix_stb),
		.Reset(SW[9]),
		.downPaddle(~KEY[1]),
      .upPaddle(~KEY[0]),
		.yPosition(yPosition),
		.xPosition(xPosition),
		.drawPaddle(drawPaddle_R),
		.bottomPaddle(bottomPlaneR),
		.topPaddle(topPlaneR),
		.rightPaddle(rightPlaneR),
		.leftPaddle(leftPlaneR)
	);
	Divider #(.dividerLeft(300), .dividerTop(300)) DividerObj
	(
		.pixelClock(pix_stb),
		.Reset(SW[9]),
		.yPosition(yPosition),
		.xPosition(xPosition),
		.DrawDivider(DrawDivider),
		.bottomD(bottomD),
		.topD(topD),
		.rightD(rightD),
		.leftD(leftD)
	);
logic Divider;
	always_comb
	begin
	if( drawBall )													 
	{VGA_R, VGA_G, VGA_B} = {8'hFF, 8'hFF, 8'hFF};
	else if( drawPaddle_R )														
		{VGA_R, VGA_G, VGA_B} = {8'hEF, 8'h2F, 8'h2F};	 
	else if ( drawPaddle_L ) 
		{VGA_R, VGA_G, VGA_B} = {8'h07, 8'h37, 8'hF7};   
	else if( DrawDivider )										 
		{VGA_R, VGA_G, VGA_B} = {8'hFF, 8'hFF, 8'hFF};
	else
		{VGA_R, VGA_G, VGA_B} = {8'h00, 8'h00, 8'h00};	 
	end
endmodule
module VgaController 
(
 input logic Clock,
 input logic Reset,
 output logic vSync_n,
 output logic hSync_n,
 output logic sync_n,
 output logic blank_n,
 output logic [9:0] nextY,
 output logic [10:0] nextX
 );
 logic [10:0] hCount;
 logic [9:0] vCount;
 always_ff@(posedge Clock, posedge Reset)
 begin
 if(Reset)
	begin
		hCount = 0;
		vCount = 0;
	end
 else if (hCount > 1039)
	begin
		hCount = 0;
		vCount += 1;
	end
 else if (vCount > 665)
	vCount = 0;
 else
	hCount += 1;
 end
 always_comb
	begin
		if (hCount < 800)
			nextX = hCount;
		else
			nextX = 0;
		if (vCount < 600)
			nextY = vCount;
		else
			nextY = 0;
		if((hCount >= 800) || (vCount >= 600))
			blank_n = 0;
		else
			blank_n = 1;
		if((hCount >= 856) && (hCount < 976))
			hSync_n = 0;
		else
			hSync_n = 1;
		if((vCount >= 637) && (hCount < 643))
			vSync_n = 0;
		else
			vSync_n = 1;
		if((hCount >= 856 && hCount < 976) || (vCount >= 637 && vCount < 643))
			sync_n = 0;
		else
			sync_n = 1;
	end 
 endmodule
module ball
#(								 
	oLeft = 10,				 
	oTop = 10,				 
	oHeight = 20,			 
	oWidth = 20,			 
	screenWidth = 800,			 
	screenHeight = 600,			 
	xDirMove = 1,			 
	yDirMove = 1			 
)
(
	input pixelClock,					 
	input Reset,						 
	input  logic [10:0] xPosition,		 
	input  logic [ 9:0] yPosition,      
	input logic [10:0] leftPlaneR,
	input logic [10:0] rightPlaneR,
	input logic [10:0] bottomPlaneR,
	input logic [10:0] topPlaneR,
	input logic [10:0] leftPlaneL,
	input logic [10:0] rightPlaneL,
	input logic [10:0] bottomPlaneL,
	input logic [10:0] topPlaneL,
	output logic drawBall			 
);
	logic [10:0] leftBall;						
	logic [10:0] rightBall;						
	logic [10:0] topBall;
	logic [10:0] bottomBall;
	logic [10:0] ballX = oLeft;
	logic [10:0] ballY = oTop;
	logic xdir = xDirMove;
	logic ydir = yDirMove;	
	assign leftBall = ballX;						 
	assign rightBall = ballX + oWidth;		    
	assign topBall = ballY;						 
	assign bottomBall = ballY + oHeight;		 
	always_ff @(posedge pixelClock)
	begin
		if( Reset == 1 )						 
		begin									 
			ballX <= oLeft;			
			ballY <= oTop;
			xdir <= xDirMove;
			ydir <= yDirMove;
		end
		else
		begin
		ballX <= (xdir == 1) ? ballX + 1 : ballX - 1;	 
		ballY <= (ydir == 1) ? ballY + 1 : ballY - 1;	 
		if( topBall  <= 1 )                                 
				ydir <= 1;
		if ( bottomBall >= screenHeight )
				ydir <= '0;
		if( leftBall <= 1 )                                  
		begin 
			xdir <= 1;
			ydir<= 1;
			ballX <= oLeft;
			ballY <= oTop;
		end
      if( rightBall >= screenWidth )
		begin
		   xdir <= '0;
			ydir<= '0;
		   ballX <= oLeft;
			ballY <= oTop;
		end
		if ((rightBall >= leftPlaneR) & (rightBall <= rightPlaneR)  & (bottomPlaneR > topBall) & (topPlaneR < bottomBall))
			ydir <= '0;
		if ((leftBall <= rightPlaneL) & (leftBall >= leftPlaneL) & ( topBall<bottomPlaneL ) & ( bottomBall > topPlaneL))
			ydir <= '0;
		if ( (rightBall >= leftPlaneR) & (rightBall <= rightPlaneR) & (topPlaneR < topBall) & (bottomPlaneR > topBall))
			ydir <= 1;
		if ((leftBall <= rightPlaneL) & (leftBall >= leftPlaneL) & (bottomBall >= bottomPlaneL) & (topBall<= bottomPlaneL))
			ydir <= 1;		
		if ((bottomBall <= bottomPlaneR) & (topBall >= topPlaneR) &  (rightBall == leftPlaneR))
			xdir <= '0;
		if ((topBall >= topPlaneL) &  (leftBall == rightPlaneL) & (bottomBall <= bottomPlaneL))
			xdir <= 1;		
		end
	end
	assign drawBall = ((xPosition > leftBall) & (yPosition > topBall) & (xPosition < rightBall) & (yPosition < bottomBall) ) ? 1 : '0;
endmodule
module slowClock #(parameter N = 20)
(
	input	 logic	Clock,
	input  logic	Reset,
	output logic	Enable
);
	logic [N-1:0] Count;
	always_ff @(posedge Clock, posedge Reset)
	begin
		if( Reset )
			begin
				Count <= 0;
				Enable <= 0;
			end
		else
			begin
				Count <= Count + 1;
				Enable <= ~| Count;
			end
	end
endmodule

===== design/flow/run.sh =====
#!/bin/bash
# OpenROAD 26Q1-2900-gdf79404cd8, Yosys 0.63+post, stock flow scripts
make -C /OpenROAD-flow-scripts/flow DESIGN_CONFIG=/design/flow/config.mk WORK_HOME=/design/flow/orfs finish

==> GITHUB_STEP_SUMMARY <==
## Implementation flow summary

| Metric | Value |
|---|---|
| Global-route wire length before repair | 46.0 mm |
| Fill cell total of the finished layout | 3747 |
| Total via count in the routed design | 9230 |
| Slew Limit Headroom | 35.4% |
| Mean instance size in the synthesized netlist | 8.37 sq um |
| Maximum number of pins on one net before global-route repair | 89 |
| Setup bufs post-CTS | 0 |
| RSZ-0062 raised after global routing | no |
| Vias per inst | 5.24 |
| R2R Setup Slk | 5300 ps |
| Library cells used by synthesis | 87 |
| Max Root-Sink Buffers | 2 |
| Max VDD drop | 0.0000922 V |
| Number of gates given a new drive strength after cts | 0 |
| Final count of pins violating max slew | 0 |
| Top cell excl fill/tap | ha_1 |
| Count of maximum capacitance violations | 0 |
| Clock latency on the worst-skew pair | 280 ps |
| Yosys Instances | 1321 |
| Clock tree from TritonCTS | built |
| Antenna Nets Post-Route | 0 |
| Area of the mapped netlist | 0.0111 sq mm |
| Critical path origin | CLOCK_50 |
| Post-route insts no fill | 1763 |
| Tool Warnings | 62 |
| Number of enable flip-flop cells | 0 |
| Global-route usage over all layers | 15.4% |
| Total clock buffers created by CTS | 5 |
| Reg-to-reg critical path endpoint | vgaDisplay.vCount[8] |
| CP Class | clk -> out |
| Crit path DAT | 4740 ps |
| Buf+Inv Stages, Crit Path | 4 |
| Transition time at the pin with the least slew margin | 969 ps |
| Delay of the slowest cell on the worst path | 440 ps |
| Routed length per placed instance | 16.0 microns |
| Post-DP HPWL | 22.5 mm |
| Maximum fanout count along the critical path | 9 |
| Outcome | completed |
| Sequence of cells on the critical path | clkbuf_16 > clkbuf_16 > inv_1 > clkdlybuf4s50_1 |
| Clock Root Buffer | clkbuf_16 |
| Flops & latches, synth | 127 |
| Endpoint required time on the critical path | 6320 ps |
| Initial antenna violation count | 0 |
| Worst Reg2Reg Path Length in Cells | 7 |
| Global placer's final weighted congestion | 0.976 |
| Number of DRC markers after the initial detailed-route iteration | 491 |
| Crit path max-delay family | buffers and inverters |
| Synth-to-Final Area Change | 6.31% |
| Post-place setup slack | 1910 ps |
| Core region area | 0.0359 sq mm |
| Die footprint | 0.0376 sq mm |
| Overall Power | 460 uW |
| Num rows | 69 |
| Detailed Route WL | 28.3 mm |
| Setup TNS | 0 ps |
| Post-route DRC | 0 |
| Leakage power of the design | 0.00529 uW |
| Slack of the critical path | 1580 ps |
| Class of the most critical hold timing path | reg -> reg |
| Last element of the critical path | VGA_CLK |
| Setup clock skew after layout | 5.11 ps |
| CTS H-tree depth | 2 |
| Number of diodes | 0 |
| Chip area in the Yosys report | 0.0111 sq mm |
| Number of hold-repair buffers added at the cts stage | 0 |
| Number of placed instances with taps included | 1755 |
| Number of primary I/O pins | 44 |
| Slowest-stage cell, CP | clkdlybuf4s50_1 |
| Core Util at FP | 30.8% |
| Cell count after synthesis | 1321 |
| Most frequent cells in the layout | ha_1 (186), inv_1 (112), dfxtp_1 (88) |
| Final count of hold timing violations | 0 |
| Die outline height | 194 microns |
| Number of unconstrained endpoints | 88 |
| Fraction of synthesis flops using an asynchronous set or reset pin | 30.7% |
| Most common flop cell mapped by yosys | dfxtp_1 |
| Seq share, synth | 24.8% |
| Count of synthesis-stage warnings from yosys | 20 |
| Timing-limited maximum frequency | 159 MHz |
| Total congestion overflow | 0 |
| Setup crit start kind | clock port |
| Width of the die | 194 microns |
| Vias in the first global route | 8446 |
| Critical path depth in cells | 4 |
| Shortest clock period the worst path allows after layout | 6320 ps |
| Post-layout period usage of the worst path | 79.9% |
| Kind of end point of the critical path | output pin |
| Register pins left without a clock | 88 |
| Most frequent cell on the critical path | clkbuf_16 |
| Number of port buffers | 34 |
| Post-CTS clock slew at the launch and capture registers of the worst setup and hold paths | 60 ps |
| Router iterations before antenna repair | 5 |
| Beginning of the worst register-to-register path | vgaDisplay.hCount[1] |
| PD cells | 39.2 mW/mm^2 |
| Final setup fails | 0 |
| Fraction of final layout cells sized beyond drive strength 1 | 2.38% |
-- state kept, by name, summed over array words and instances, names as in the netlist --
signal,count
tick.Count,17
BallObj.ballX,11
BallObj.ballY,11
paddle_LObj.bottomPaddle,11
paddle_LObj.yPaddle,11
paddle_RObj.bottomPaddle,11
paddle_RObj.yPaddle,11
vgaDisplay.hCount,11
paddle_LObj.topPaddle,10
paddle_RObj.topPaddle,10
vgaDisplay.vCount,10
BallObj.xdir,1
BallObj.ydir,1
tick.Enable,1
-- kinds of logic (layout without fill, tap and decap cells) --
family          Yosys count  in the layout  share of synthesized area, %
mux                       8              8                         0.747
buf+inv                 182            162                          7.53
compound gates          313            313                          19.1
flops                   127            127                          24.8
xor+xnor                 89             89                          7.05
other cells               1              2                        0.0339
simple gates            409            409                          18.9
fa+ha+maj               192            192                          21.8
-- per-layer routing --
layer	up-vias	global-route usage, %	share of wire [%]
met5	-	0	0
met4	0	1.21	1.0
met3	19	1.05	3.6
met2	205	23.7	43
met1	4286	24.7	52
li1	4720	-	-
-- power breakdown --
group	internal, uW	total (uW)	switching [uW]
clock	125	202	76.9
sequential	201	201	0
combinational	23.7	57.4	33.8
-- area by class of cell --
type	count	area [sq um]	area share (%)
Sequential cell	127	2740	23.3
Clock inverter	2	8.76	0.0746
Tap cell	461	577	4.91
Clock buffer	8	143	1.21
Inverter	114	428	3.64
Multi-Input combinational cell	1013	7480	63.7
Timing Repair Buffer	38	368	3.13
-- worst min path at each step --
stage	cells past startpoint	start	slack [ps]	endpoint
finish	1	tick.Count[0]	490	tick.Count[0]
CTS	1	tick.Count[0]	490	tick.Count[0]
global route	1	tick.Count[0]	520	tick.Count[0]
-- worst register-to-register path, delay by kind of cell, from the launching register on --
kind	cells	cell delay [ps]
adders and majority gates	1	290
AOI/OAI and AO/OA	3	680
and+or+nand+nor	3	1040
DFF	1	470
-- per-stage QoR --
stage | util (%) | hold slack [ps] | cell area (sq um)
after floorplan | - | 447 | 11100
after global placement | 32.3 | 467 | 11600
after global routing | 32.7 | 518 | 11700
final | 32.7 | 489 | 11700
after detailed placement | 32.3 | 468 | 11600
after CTS | 32.7 | 494 | 11700
-- cell usage after synthesis, types with 12 or more instances --
cell type / n / area, sq um
dfrtp_1: 39 / 976
nor2b_1: 20 / 125
nand2_1: 84 / 315
and3_1: 19 / 119
nand4_1: 32 / 200
inv_1: 113 / 424
dfxtp_1: 88 / 1760
nor3_1: 36 / 180
a31oi_1: 12 / 75.1
ha_1: 186 / 2330
nor4_1: 21 / 131
clkbuf_1: 20 / 75.1
buf_2: 16 / 80.1
a21oi_1: 74 / 370
o211ai_1: 17 / 128
xnor2_1: 71 / 622
nor2_1: 87 / 327
xor2_1: 18 / 158
a21o_1: 32 / 240
buf_4: 26 / 195
nand3_1: 50 / 250
o21ai_0: 64 / 320
and2_1: 14 / 87.6
Power and IR drop assume default switching activity.
